$ cat flow/run.sh
#!/bin/bash
# OpenROAD 26Q1-2900-gdf79404cd8, Yosys 0.63+post, stock flow scripts
make -C /OpenROAD-flow-scripts/flow DESIGN_CONFIG=/design/flow/config.mk WORK_HOME=/design/flow/orfs finish
$ cat flow/config.mk
export PLATFORM = sky130hd
export DESIGN_NAME = audio_out_i2s
export DESIGN_NICKNAME = audio_out_i2s
export VERILOG_FILES = /design/flow/design.v
export SDC_FILE = /design/flow/constraint.sdc
export NUM_CORES = 4
export LEC_CHECK = 1
export CORE_AREA = 10 10 110 110
export DIE_AREA = 0 0 120 120
$ cat flow/constraint.sdc
current_design audio_out_i2s

set clk_period 2.9
set clk_io_pct 0.2

create_clock -name clk0 -period $clk_period [get_ports {clk}]

set non_clock_inputs [all_inputs -no_clocks]
set_input_delay [expr $clk_period * $clk_io_pct] -clock clk0 $non_clock_inputs
set_output_delay [expr $clk_period * $clk_io_pct] -clock clk0 [all_outputs]
$ cat flow/design.v
module audio_out_i2s(
	input  clk,
	input  snd_clk,
	input  snd_next_sample,
	input  [8:0]snd_phase,
	input  signed[15:0]snd_l,
	input  signed[15:0]snd_r,
	output dac_mclk,
	output dac_lrck,
	output dac_sdin
);
	dac_i2s dac_inst(
		.clk(clk),
		.dac_clk(snd_clk),
		.next_sample(snd_next_sample),
		.snd_phase(snd_phase),
		.snd_l(snd_l),
		.snd_r(snd_r),
		.mclk(dac_mclk),
		.lrck(dac_lrck),
		.sdin(dac_sdin)
	);
endmodule
 module dac_i2s(
	input clk,
	input dac_clk,
	input next_sample,
	input [8:0]snd_phase,
	input signed[15:0]snd_l,
	input signed[15:0]snd_r,
	output mclk, 
	output lrck,
	output sdin
);
	assign mclk 			= snd_phase[0];
	assign lrck 			= snd_phase[8];
	assign sdin 			= snd_bit;
	wire next_bit 			= snd_phase[3:0] == 4'b1111;
	wire [3:0]bit_ctr 	= snd_phase[7:4];
	reg snd_bit;
	reg signed[15:0]snd_l_st, snd_r_st;
	always @(posedge clk)
	if(dac_clk)
	begin
		if(next_bit & lrck == 0)
		begin
			snd_bit		<= snd_l_st[15 - bit_ctr[3:0]];
		end
		if(next_bit & lrck == 1)
		begin
			snd_bit 		<= snd_r_st[15 - bit_ctr[3:0]];
		end
		if(next_sample)
		begin
			snd_l_st 	<= snd_l;
			snd_r_st 	<= snd_r;
		end
	end
endmodule
==> results.txt <==
yosys + openroad results -> status finished clean, DR WL/cell approximately 13 µm, post-route ant nets 0, total global routing overflow 0, cell area after synthesis around 1500 µm², CTS max path bufs 2, PD cells ~470 nW/µm², fin crit share 81.0%, synthesis warning total 1, clk root buf clkbuf_8, Max-cap violations 0, LEAKAGE 0.000735 µW, Req. time, crit path 2320 ps, vias in the first global route 1049, Worst Path Buf+Inv 2, Mapped Avg Cell Area ~15 µm², cell row count 36, # fillers 1052, DIE AREA 14400 µm², TNS Setup 0 ps, unrepaired setup endpoints after global routing false, Synth top cell by count edfxtp_1, Dominant cell area share 68.1%, Commonest flop edfxtp_1, Die W 120 µm, Core Region a little under 10000 µm², largest net degree at the start of global routing 33, Yosys Instances about 95, total wire length 3660 µm, register area share after synthesis 68.1%, via count 942, WS Path Type in2out, DIE HEIGHT 120 µm, CTS H-tree lvls 2, clock buffer count from CTS 5, setup slack at placement 308 ps, Worst path top cell family by delay buffers and inverters, type of origin of the critical path input pin, Flops after synth 33, stage-log warning count 25, FF+latch area 991 µm², Area Overhead vs Synth 46.6%, Post-synth ARST share 0%, VDD IR-drop max 0.000138 V, worst-path fanout max 9, Post-synth top cells edfxtp_1, mux2i_1, Floorplan Utilization between 10% and 20%, initial detailed-routing violation count 41, Port Buffers 46, slowest stage cell, crit path clkdlybuf4s50_1, setup bufs post-CTS 0, TritonCTS clock tree yes, share of layout cells above drive strength 1 10.3%, top cells, area edfxtp_1, mux2i_1, nand4b_1, buf_6, mux2_2, Slew Limit Fails 0, Worst Skew 8.49 ps, CP Data Arrival Time 1770 ps, leading area contributor after synthesis edfxtp_1, worst skew pair latency 280 ps, num ports ~47, Detailed Place HPWL 2900 µm, final setup margin ~550 ps, Num Clock Sinks 33, worst-path cell chain clkdlybuf4s50_1 > clkdlybuf4s50_1, Slew HR 72.9%, Critical Path End Type output port, Worst Hold Class in2reg, Residual DRC 0, CP peak stage delay 660 ps, final setup vio count 0, Antenna diodes 0, PostCTS Resize Cnt 0, f_max roughly 430 MHz, number of enable flip-flop cells 33, post-route cell area 2130 µm², CTS hold repair buffers 0, min cycle time layout 2350 ps, Post-DP Area 2050 µm², initial antenna violation count 0, Tightest Pin Transition 407 ps, first drt pass iteration count 4, Total Routing Usage GR 4.94%, Critical Path Most Common Cell clkdlybuf4s50_1, synth unique cells 36, hold violation count in the final report 0, DR vias/cell 3.39, Comb area 412 µm², yosys stat area about 1500 µm², Routability Congestion 0.784, gate count of the mapped netlist 95, first-pass GRT wire length roughly 5600 µm, Clock Pin Slew Worst Setup and Hold Paths about 70 ps
-- final timing paths --
check | cells after the start | startpoint | slack [ps] | endpoint
worst min-delay path | 1 | snd_l[1] | 850 | dac_inst.snd_l_st[1]$_DFFE_PP_
worst max-delay path | 2 | snd_phase[8] | 550 | dac_lrck
worst min register to register | 4 | dac_inst.snd_r_st[10]$_DFFE_PP_ | 890 | dac_inst.snd_bit$_DFFE_PP_
worst max register to register | 5 | dac_inst.snd_l_st[11]$_DFFE_PP_ | 1200 | dac_inst.snd_bit$_DFFE_PP_
-- through the flow --
step           hold slack, ps  util, %  total power, µW  std cells
6_report                  850     21.8             1010        278
5_1_grt                   837     21.8             1050        278
4_1_cts                   839     21.8             1030        278
3_5_place_dp              898     21.0              699        270
3_3_place_gp              897     21.0              699        270
2_1_floorplan             679        -              620         95
-- layer usage --
| metal | routed length, µm | share of wire (%) | vias up | GRT usage [%] |
|---|---|---|---|---|
| li1 | - | - | 473 | - |
| met1 | 1580 | 43 | 427 | 6.12 |
| met2 | 1730 | 47 | 40 | 8.08 |
| met3 | 343 | 9.4 | 2 | 2.28 |
| met4 | 14 | 0.38 | 0 | 0.452 |
| met5 | 0 | 0 | - | 0 |
-- kinds of logic after synthesis --
kind of cell	count (synthesis)	synth area share, %
DFF	33	68.1
and+or+nand+nor	27	12.6
buffers and inverters	8	3.61
AOI/OAI and AO/OA	17	8.69
muxes	10	7.05
-- area by class of cell --
cell class,instances,share of cell area (%)
tap,133,7.80
multi-input combinational,54,19.3
inverter,2,0.352
timing repair buffer,48,22.3
clock inverter,3,0.587
clock buffer,5,3.23
sequential,33,46.5
-- flip-flops by register name, summed over array words and instances (netlist names) --
register	count
dac_inst.snd_bit	1
dac_inst.snd_l_st	16
dac_inst.snd_r_st	16
-- cell usage in the layout (no fill, tap or decap), drive strengths merged --
cell	count
mux2i	8
nand3b	1
clkdlybuf4s50	46
or3b	2
o21bai	1
mux2	2
nor3b	1
a31oi	1
nor2b	3
buf	2
o211ai	1
a221oi	1
o21ai	3
nand4b	3
nor3	1
and3	3
edfxtp	33
a2111oi	2
nand3	3
nor2	3
a211oi	1
a22oi	1
clkinv	3
o311a	1
nor4	1
a21boi	1
nand2	3
and4	1
o2111ai	1
and2	2
o22ai	1
a21oi	2
inv	2
clkbuf	5
-- power breakdown --
| part | internal, µW | switching, µW |
|---|---|---|
| combinational | 74.8 | 41.2 |
| clock | 161 | 160 |
| sequential | 561 | 9.83 |
| total | 797 | 211 |
Power and IR drop assume default switching activity.
